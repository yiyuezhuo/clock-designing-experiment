==> flow/design.v <==
module adjust_delayer(
input clk,
input clear,
input adjust,
output adjust_delayed
);
reg adjust_delay1, adjust_delay2, adjust_delay3;
assign adjust_delayed = adjust_delay1 & adjust_delay2 & adjust_delay3;
always@(posedge clk) begin
	if(clear) begin
		adjust_delay1 <= 1'b0;
		adjust_delay2 <= 1'b0;
		adjust_delay3 <= 1'b0;
	end
	else begin
		adjust_delay1 <= adjust;
		adjust_delay2 <= adjust_delay1;
		adjust_delay3 <= adjust_delay2;
	end
end
endmodule
module bcd(number, hundreds, tens, ones);
   input  [7:0] number;
   output reg [3:0] hundreds;
   output reg [3:0] tens;
   output reg [3:0] ones;
   reg [19:0] shift;
   integer i;
   always @(number)
   begin
      shift[19:8] = 0;
      shift[7:0] = number;
      for (i=0; i<8; i=i+1) begin
         if (shift[11:8] >= 5)
            shift[11:8] = shift[11:8] + 3;
         if (shift[15:12] >= 5)
            shift[15:12] = shift[15:12] + 3;
         if (shift[19:16] >= 5)
            shift[19:16] = shift[19:16] + 3;
         shift = shift << 1;
      end
      hundreds = shift[19:16];
      tens     = shift[15:12];
      ones     = shift[11:8];
   end
endmodule
module clock_debug_device(
	input clk_48mhz,  
	input adjust_sec,
	input adjust_min,
	input adjust_hour,
	input clear,
	input keep,
	input rst_n,
	output [7:0] select_dig,
	output [7:0] select_seg,
	output beep,
	output light0
);
wire [5:0] sec;
wire [5:0] min;
wire [5:0] hour;
wire clk_1000hz, clk_500hz, clk_sec;
wire clk_day;
assign light0 = clk_sec;
divs ds(clk_48mhz, rst_n, clk_1000hz, clk_500hz, clk_sec);
counter cout(clk_sec, adjust_sec, adjust_min, adjust_hour, clear, keep, sec, min, hour, clk_day);
displayer dsp(clk_1000hz, sec, min, hour, select_dig, select_seg);
sounder sod(clk_1000hz, clk_500hz, sec, min, hour, beep);
endmodule
module counter(
	input clk,
	input adjust_sec,
	input adjust_min,
	input adjust_hour,
	input clear,
	input keep,
	output [5:0]sec,
	output [5:0]min,
	output [5:0]hour,
	output clk_day
);
wire clk_min, clk_hour;
wire adjust_sec_delayed, adjust_min_delayed, adjust_hour_delayed;
adjust_delayer adjust_delayer_sec(clk, clear, adjust_sec, adjust_sec_delayed);
adjust_delayer adjust_delayer_min(clk, clear, adjust_min, adjust_min_delayed);
adjust_delayer adjust_delayer_hour(clk, clear, adjust_hour, adjust_hour_delayed);
counter_var #(59) counter_sec(clk,			adjust_sec_delayed, clk, clear, keep, sec, clk_min);
counter_var #(59) counter_min(clk_min,		adjust_min_delayed, clk, clear, keep, min, clk_hour);
counter_var #(23) counter_hour(clk_hour,	adjust_hour_delayed, clk, clear, keep, hour,clk_day);
endmodule
module counter_var(
	input clk,
	input adjust,
	input clk_adjust,
	input clear,
	input keep,
	output reg [5:0] digits,
	output add
);
parameter cnt = 60;
wire clk_merged;
assign add = !digits[0] && !digits[1]  && !digits[2]  && !digits[3]  && !digits[4]  && !digits[5];
assign clk_merged = clk || (clk_adjust && adjust);
always @(posedge clk_merged or posedge clear)
begin
	if(clear)
	begin
		digits <= 6'b0; 
	end 
	else if (adjust) begin
		if(!keep) begin
			if(digits == cnt)
			begin
				digits <= 6'b0; 
			end
			else
			begin
				digits <=  digits + 1'b1; 
			end
		end
		else begin
			digits <= digits;
		end
	end
	else begin
		if(!keep) begin
			if(digits == cnt)
			begin
				digits <= 6'b0; 
			end
			else
			begin
				digits <=  digits + 1'b1; 
			end
		end
		else begin
			digits <= digits;
		end
	end
end
endmodule
module displayer(  
	input clk_1000hz,
	input [5:0] sec,
	input [5:0] min,
	input [5:0] hour,
	output reg [7:0] select_dig,
	output reg [7:0] select_seg
);
reg [5:0] number;
wire [7:0] low_digit;
wire [7:0] high_digit;
reg [2:0] cnt;  
full_number_to_digit fntd(number, low_digit, high_digit);
always @(posedge clk_1000hz) begin
	case(cnt)
		3'b0: begin  
			cnt <= 3'b1;
			number <= sec;
			select_dig <= 8'b11111110;  
			select_seg <= low_digit;
		end
		3'b1: begin  
			cnt <= 3'b10;
			number <= min;  
			select_dig <= 8'b11111101;
			select_seg <= high_digit;
		end
		3'b10: begin  
			cnt <= 3'b11;
			number <= min;
			select_dig <= 8'b11111011;
			select_seg <= low_digit;
		end
		3'b11: begin  
			cnt <= 3'b100;
			number <= hour;
			select_dig <= 8'b11110111;
			select_seg <= high_digit;
		end
		3'b100: begin  
			cnt <= 3'b101;
			number <= hour;
			select_dig <= 8'b11101111;
			select_seg <= low_digit;
		end
		default: begin  
			cnt <= 3'b0;
			number <= sec;
			select_dig <= 8'b11011111;
			select_seg <= high_digit;
		end
	endcase
end
endmodule
module div1000(input clk, input rst_n, output reg clk_out);
reg [9:0] cnt;
always @(posedge clk or negedge rst_n) 
begin
	if(!rst_n) 
	begin
		cnt <= 9'b0;
		clk_out <= 1'b0;
	end 
	else
	begin
		if(cnt == 499)
		begin
			cnt <= 9'b0;
			clk_out <= ~clk_out;
		end
		else 
		begin
			cnt <= cnt + 1'b1;
		end
	end
end
endmodule
module div2(input clk, input rst_n, output reg clk_out);
reg cnt;
always @(posedge clk or negedge rst_n) 
begin
	if(!rst_n) 
	begin
		cnt <= 1'b0;
		clk_out <= 1'b0;
	end 
	else
	begin
		if(cnt == 0)
		begin
			cnt <= 1'b0;
			clk_out <= ~clk_out;
		end
		else 
		begin
			cnt <= cnt + 1'b1;
		end
	end
end
endmodule
module div48(input clk, input rst_n, output reg clk_out);
reg [5:0] cnt;
always @(posedge clk or negedge rst_n) 
begin
	if(!rst_n) 
	begin
		cnt <= 3'b0;
		clk_out <= 1'b0;
	end 
	else
	begin
		if(cnt == 23)
		begin
			cnt <= 1'b0;
			clk_out <= ~clk_out;
		end
		else 
		begin
			cnt <= cnt + 1'b1;
		end
	end
end
endmodule
module divs(input clk, input rst_n, output clk_out_1000, output clk_out_500, output clk_out_1);
wire div1000_1_o,div48_1_o;
div48 div48_1(clk, rst_n, div48_1_o);  
div1000 div1000_1(div48_1_o, rst_n, clk_out_1000);
div1000 div1000_2(clk_out_1000, rst_n, clk_out_1);
div2 div2_1(clk_out_1000, rst_n, clk_out_500);
endmodule
module full_number_to_digit(input [5:0]number, output [7:0] low_digit, output [7:0] high_digit);
wire [3:0] low_number;
wire [3:0] high_number;
wire [7:0] full_number;
assign full_number[7:6] = 0;
assign full_number[5:0] = number;
bcd bcd_decoder(full_number,, high_number, low_number);
one_number_to_digit low_decoder(low_number ,low_digit);
one_number_to_digit high_decoder(high_number, high_digit);
endmodule
module one_number_to_digit(input [3:0]number, output reg[7:0] digit);
always @ * begin 
	case(number)          
		4'b0000: digit = 8'b11000000;  
		4'b0001: digit = 8'b11111001;  
		4'b0010: digit = 8'b10100100;  
		4'b0011: digit = 8'b10110000;  
		4'b0100: digit = 8'b10011001;  
		4'b0101: digit = 8'b10010010;  
		4'b0110: digit = 8'b10000010;  
		4'b0111: digit = 8'b11111000;  
		4'b1000: digit = 8'b10000000;  
		4'b1001: digit = 8'b10010000;  
		default: digit = 8'b00000000;  
	endcase
end
endmodule
module sounder(
	input clk_1000hz,
	input clk_500hz,
	input [5:0] sec,
	input [5:0] min,
	input [5:0] hour,
	output reg beep
);
always @ * begin
	if(min == 59) begin
		case(sec)
			53: beep <= clk_500hz;
			55: beep <= clk_500hz;
			57: beep <= clk_500hz;
			59: beep <= clk_1000hz;
			default: beep <= 0;
		endcase
	end
	else begin
		beep <= 0;
	end
end
endmodule
==> flow/run.sh <==
#!/bin/bash
# OpenROAD 26Q1-2900-gdf79404cd8, Yosys 0.63+post, stock flow scripts
make -C /OpenROAD-flow-scripts/flow DESIGN_CONFIG=/design/flow/config.mk WORK_HOME=/design/flow/orfs finish
==> flow/config.mk <==
export PLATFORM = sky130hd
export DESIGN_NAME = clock_debug_device
export DESIGN_NICKNAME = clock_debug_device
export VERILOG_FILES = /design/flow/design.v
export SDC_FILE = /design/flow/constraint.sdc
export NUM_CORES = 4
export LEC_CHECK = 1
export CORE_UTILIZATION = 50
==> flow/constraint.sdc <==
current_design clock_debug_device

set clk_period 1.7
set clk_io_pct 0.2

create_clock -name clk0 -period $clk_period [get_ports {clk_48mhz}]

set non_clock_inputs [all_inputs -no_clocks]
set_input_delay [expr $clk_period * $clk_io_pct] -clock clk0 $non_clock_inputs
set_output_delay [expr $clk_period * $clk_io_pct] -clock clk0 [all_outputs]
==> reports/metrics.cfg <==
[critical_path]
r2r_end=ds.div48_1.clk_out
setup.worst_path.end=ds.div48_1.clk_out
crit_fanout=3
endpoint_kind=flop
cp.required_ps=1850
worst-path-buf-inv=1
r2r_cells=5
r2r-start=ds.div48_1.cnt[0]
criticalPathCategory=reg2reg
cpMaxStageDelayCell=dfrtp_1
crit_cells=5
worstPathArrival_ps=1460
reg2reg_slack_ps=380
startpoint=ds.div48_1.cnt[0]
start_kind=flop
path_cells=ha_1, nand2_1, nor4b_1, buf_4, xor2_1
critPathMaxStageDelay_ps=360
cpLargestDelayFamily=flip-flops

[sta]
finalCriticalPeriod_ps=1320
max_slew.worst_pin.slew_ps=923
rsz0062_at_grt=false
untimed_endpoints=86
hold_violations=0
unclocked_regs=70
finalClockSkew_ps=3.26
fmax_ghz=0.760
setup-violations-final=0
setup_slack_ps=384
fin_tns_setup_ps=0
final_max_slew_viol_count=0
slew_headroom_pct=38.0
fin_crit_sh_pct=77.4

[route]
drt-pass1-iter-count=4
drtAntennaViolNets=0
wl_per_cell_um=13.6
antennaDiodeCount=0
vias=3124
routed_wl_mm=7.66
drc_errors=0
via_per_inst=5.56
drtIter0Drc=148

[clocking]
cts-resized-gates=0
cts_setup_buffers=0
htree_num_levels=1
clock-root-buffer=clkbuf_8
cts_buffers=3
clkTransAtPathRegs_ps=40
clk_latency_ps=220
ctsLongestPathBuffers=2
cts_tree=built
ctsHoldBuffers=0

[power_and_ir_drop]
total_leakage_power_nw=1.93
cellPowerDensity_nw_per_um2=100
max-vdd-ir-drop_uv=691
p_total_w=0.000450

[cells_and_area]
stdcell_count=562
postLayoutCellArea_um2=4490
drive_above_1_share_pct=6.09
fillers=706
comb_area_um2=2230
area_delta_synth_final_pct=7.45
regArea_um2=1780

[logic_synthesis]
ys_cells=452
postSynthSeqShare_pct=42.6
ys_seq_elements=77
yosysWarnings=10
synth_area_leader_cell=dfrtp_1
enable_flop_cells=0
xor_share_pct=7.57
yosys.area.top_type_share_pct=28.7
aoi_share_pct=15.4
logic_family=simple AND/OR/NAND/NOR gates
ys_sh_mux_pct=4.52
mappedNetlistArea_um2=4180
async_reset_ff_share_pct=62.3
avgSynthCellArea_um2=9.25
ys_area_um2=4180
synth_cells=452
yosysMostFrequentCell=nand2_1
ys_types=64
ys_top_cells_by_count=nand2_1, nor2_1, dfrtp_1
ys_sh_adder_pct=5.09
ys_top_cells_by_area=dfrtp_1, dfxtp_1, ha_1
ff_type=dfrtp_1
ys_sh_simple_pct=20.5

[grt]
grt_overflow=0
antenna_found_initial=0
grt_max_degree=31
first_global_vias=2888
grt_pass1_wl_mm=13.4
grt_use_total_pct=19.6

[floorplanning]
fp.dieArea_um2=8730
fp_util_pct=53.0
row_count=32
die_y_um=93.4
ios=25
core_um2=7890
chipWidth_um=93.4

[job]
warnings=33
drv_cap=0

[placed_design]
placed_cells=558
dp_hpwl_mm=5.85
place_area_um2=4450
pre_cts_ws_ps=398
gp_congestion=0.853
port_buffers=21

[worst_hold_path]
holdCritPathClass=in2async

[status]
outcome=completed

[through the flow]
step	utilization, %	hold WS [ps]
4_1_cts	56.9	398
5_1_grt	56.9	414
3_5_place_dp	56.4	451
2_1_floorplan	-	44.4
6_report	56.9	392
3_3_place_gp	56.4	446
[per-layer routing]
metal	routed length (um)	vias up	part of all wire, %	track usage, %
met4	31	0	0.40	0.769
met2	3450	55	45	30.6
met5	0	-	0	0
met1	3980	1470	52	33.4
met3	200	4	2.6	1.08
li1	-	1595	-	-
[cell type report]
cell class / count / share of cell area (%)
multi-input cells: 338 / 49.6
inverters: 14 / 1.17
well taps: 102 / 2.84
repair buffers: 27 / 5.68
clock buffers: 4 / 1.00
flip-flops and latches: 77 / 39.7
[report_power, final]
group	switching [W]	internal, W	total (W)
Sequential	0	0.000168	0.000168
Combinational	0.0000347	0.0000214	0.0000561
Clock	0.0000643	0.000162	0.000226
Total	0.0000990	0.000351	0.000450
[kinds of logic (layout without fill, tap and decap cells)]
| kind of cell | Yosys count | count (layout) |
|---|---|---|
| and+or+nand+nor | 182 | 182 |
| AOI/OAI and AO/OA | 89 | 89 |
| DFF | 77 | 77 |
| buffers and inverters | 38 | 45 |
| xor gates and xnor gates | 33 | 33 |
| adders and majority gates | 17 | 17 |
| muxes | 15 | 15 |
| other | 1 | 2 |
[worst min-delay path by stage]
stage	to	cells past startpoint
global route	ds.div48_1.cnt[3]	1
CTS	ds.div48_1.cnt[3]	1
finish	ds.div48_1.cnt[3]	1
[state kept, by name, indices dropped and copies added, names as in the netlist]
signal and flops:
cout.counter_hour.digits 6, dsp.select_seg 8, ds.div1000_2.cnt 10, cout.counter_min.digits 6, dsp.cnt 3, cout.counter_sec.digits 6, ds.div1000_1.cnt 10, ds.div48_1.clk_out 1
ds.div2_1.clk_out 1, ds.div1000_1.clk_out 1, cout.adjust_delayer_min.adjust_delay1 1, cout.adjust_delayer_hour.adjust_delay1 1, dsp.number 6, dsp.select_dig 6, cout.adjust_delayer_min.adjust_delay3 1, ds.div1000_2.clk_out 1
cout.adjust_delayer_min.adjust_delay2 1, cout.adjust_delayer_hour.adjust_delay3 1, cout.adjust_delayer_hour.adjust_delay2 1, ds.div48_1.cnt 6
[layout by cell type (no fill, tap or decap), types with 6 or more instances in the layout]
cell type / netlist / layout
nor3_1: 9 / 9
xnor2_1: 12 / 12
inv_1: 13 / 13
a21oi_1: 12 / 12
dfxtp_1: 29 / 29
nand2_1: 53 / 53
ha_1: 17 / 17
o21ai_0: 19 / 19
dfrtp_1: 48 / 48
a22oi_1: 7 / 7
mux2_2: 6 / 6
o211ai_1: 8 / 8
nor2_1: 51 / 51
xor2_1: 19 / 19
buf_4: 2 / 6
or3_1: 7 / 7
clkdlybuf4s50_1: 0 / 21
nor2b_1: 17 / 17
nand3_1: 18 / 18
