**flow/run.sh**
```bash
#!/bin/bash
# OpenROAD 26Q1-2900-gdf79404cd8, Yosys 0.63+post, stock flow scripts
make -C /OpenROAD-flow-scripts/flow DESIGN_CONFIG=/design/flow/config.mk WORK_HOME=/design/flow/orfs finish
```
**flow/config.mk**
```make
export PLATFORM = sky130hd
export DESIGN_NAME = clock_debug
export DESIGN_NICKNAME = clock_debug
export VERILOG_FILES = /design/flow/design.v
export SDC_FILE = /design/flow/constraint.sdc
export NUM_CORES = 4
export LEC_CHECK = 1
export CORE_UTILIZATION = 30
```
**flow/constraint.sdc**
```tcl
current_design clock_debug

set clk_period 3.8
set clk_io_pct 0.2

create_clock -name clk0 -period $clk_period [get_ports {clk_1000hz}]
create_clock -name clk1 -period $clk_period [get_ports {clk_sec}]

set non_clock_inputs [all_inputs -no_clocks]
set_input_delay [expr $clk_period * $clk_io_pct] -clock clk0 $non_clock_inputs
set_output_delay [expr $clk_period * $clk_io_pct] -clock clk0 [all_outputs]
```
**flow/design.v**
```verilog
module adjust_delayer(
input clk,
input clear,
input adjust,
output adjust_delayed
);
reg adjust_delay1, adjust_delay2, adjust_delay3;
assign adjust_delayed = adjust_delay1 & adjust_delay2 & adjust_delay3;
always@(posedge clk) begin
	if(clear) begin
		adjust_delay1 <= 1'b0;
		adjust_delay2 <= 1'b0;
		adjust_delay3 <= 1'b0;
	end
	else begin
		adjust_delay1 <= adjust;
		adjust_delay2 <= adjust_delay1;
		adjust_delay3 <= adjust_delay2;
	end
end
endmodule
module bcd(number, hundreds, tens, ones);
   input  [7:0] number;
   output reg [3:0] hundreds;
   output reg [3:0] tens;
   output reg [3:0] ones;
   reg [19:0] shift;
   integer i;
   always @(number)
   begin
      shift[19:8] = 0;
      shift[7:0] = number;
      for (i=0; i<8; i=i+1) begin
         if (shift[11:8] >= 5)
            shift[11:8] = shift[11:8] + 3;
         if (shift[15:12] >= 5)
            shift[15:12] = shift[15:12] + 3;
         if (shift[19:16] >= 5)
            shift[19:16] = shift[19:16] + 3;
         shift = shift << 1;
      end
      hundreds = shift[19:16];
      tens     = shift[15:12];
      ones     = shift[11:8];
   end
endmodule
module clock_debug(
	input clk_sec,
	input clk_500hz,
	input clk_1000hz,
	input adjust_sec,
	input adjust_min,
	input adjust_hour,
	input clear,
	input keep,
	output [7:0] select_dig,
	output [7:0] select_seg,
	output beep,
	output [5:0] sec,
	output [5:0] min,
	output [5:0] hour
);
wire clk_day;
counter cout(clk_sec, adjust_sec, adjust_min, adjust_hour, clear, keep, sec, min, hour, clk_day);
displayer dsp(clk_1000hz, sec, min, hour, select_dig, select_seg);
sounder sod(clk_1000hz, clk_500hz, sec, min, hour, beep);
endmodule
module counter(
	input clk,
	input adjust_sec,
	input adjust_min,
	input adjust_hour,
	input clear,
	input keep,
	output [5:0]sec,
	output [5:0]min,
	output [5:0]hour,
	output clk_day
);
wire clk_min, clk_hour;
wire adjust_sec_delayed, adjust_min_delayed, adjust_hour_delayed;
adjust_delayer adjust_delayer_sec(clk, clear, adjust_sec, adjust_sec_delayed);
adjust_delayer adjust_delayer_min(clk, clear, adjust_min, adjust_min_delayed);
adjust_delayer adjust_delayer_hour(clk, clear, adjust_hour, adjust_hour_delayed);
counter_var #(59) counter_sec(clk,			adjust_sec_delayed, clk, clear, keep, sec, clk_min);
counter_var #(59) counter_min(clk_min,		adjust_min_delayed, clk, clear, keep, min, clk_hour);
counter_var #(23) counter_hour(clk_hour,	adjust_hour_delayed, clk, clear, keep, hour,clk_day);
endmodule
module counter_var(
	input clk,
	input adjust,
	input clk_adjust,
	input clear,
	input keep,
	output reg [5:0] digits,
	output add
);
parameter cnt = 60;
wire clk_merged;
assign add = !digits[0] && !digits[1]  && !digits[2]  && !digits[3]  && !digits[4]  && !digits[5];
assign clk_merged = clk || (clk_adjust && adjust);
always @(posedge clk_merged or posedge clear)
begin
	if(clear)
	begin
		digits <= 6'b0; 
	end 
	else if (adjust) begin
		if(!keep) begin
			if(digits == cnt)
			begin
				digits <= 6'b0; 
			end
			else
			begin
				digits <=  digits + 1'b1; 
			end
		end
		else begin
			digits <= digits;
		end
	end
	else begin
		if(!keep) begin
			if(digits == cnt)
			begin
				digits <= 6'b0; 
			end
			else
			begin
				digits <=  digits + 1'b1; 
			end
		end
		else begin
			digits <= digits;
		end
	end
end
endmodule
module displayer(  
	input clk_1000hz,
	input [5:0] sec,
	input [5:0] min,
	input [5:0] hour,
	output reg [7:0] select_dig,
	output reg [7:0] select_seg
);
reg [5:0] number;
wire [7:0] low_digit;
wire [7:0] high_digit;
reg [2:0] cnt;  
full_number_to_digit fntd(number, low_digit, high_digit);
always @(posedge clk_1000hz) begin
	case(cnt)
		3'b0: begin  
			cnt <= 3'b1;
			number <= sec;
			select_dig <= 8'b11111110;  
			select_seg <= low_digit;
		end
		3'b1: begin  
			cnt <= 3'b10;
			number <= min;  
			select_dig <= 8'b11111101;
			select_seg <= high_digit;
		end
		3'b10: begin  
			cnt <= 3'b11;
			number <= min;
			select_dig <= 8'b11111011;
			select_seg <= low_digit;
		end
		3'b11: begin  
			cnt <= 3'b100;
			number <= hour;
			select_dig <= 8'b11110111;
			select_seg <= high_digit;
		end
		3'b100: begin  
			cnt <= 3'b101;
			number <= hour;
			select_dig <= 8'b11101111;
			select_seg <= low_digit;
		end
		default: begin  
			cnt <= 3'b0;
			number <= sec;
			select_dig <= 8'b11011111;
			select_seg <= high_digit;
		end
	endcase
end
endmodule
module full_number_to_digit(input [5:0]number, output [7:0] low_digit, output [7:0] high_digit);
wire [3:0] low_number;
wire [3:0] high_number;
wire [7:0] full_number;
assign full_number[7:6] = 0;
assign full_number[5:0] = number;
bcd bcd_decoder(full_number,, high_number, low_number);
one_number_to_digit low_decoder(low_number ,low_digit);
one_number_to_digit high_decoder(high_number, high_digit);
endmodule
module one_number_to_digit(input [3:0]number, output reg[7:0] digit);
always @ * begin 
	case(number)          
		4'b0000: digit = 8'b11000000;  
		4'b0001: digit = 8'b11111001;  
		4'b0010: digit = 8'b10100100;  
		4'b0011: digit = 8'b10110000;  
		4'b0100: digit = 8'b10011001;  
		4'b0101: digit = 8'b10010010;  
		4'b0110: digit = 8'b10000010;  
		4'b0111: digit = 8'b11111000;  
		4'b1000: digit = 8'b10000000;  
		4'b1001: digit = 8'b10010000;  
		default: digit = 8'b00000000;  
	endcase
end
endmodule
module sounder(
	input clk_1000hz,
	input clk_500hz,
	input [5:0] sec,
	input [5:0] min,
	input [5:0] hour,
	output reg beep
);
always @ * begin
	if(min == 59) begin
		case(sec)
			53: beep <= clk_500hz;
			55: beep <= clk_500hz;
			57: beep <= clk_500hz;
			59: beep <= clk_1000hz;
			default: beep <= 0;
		endcase
	end
	else begin
		beep <= 0;
	end
end
endmodule
```
==> impl_metrics.py <==
# Generated from Yosys and OpenROAD reports
metrics = {
    "run_status": {
        "status": "finished clean",
    },
    "synthesis": {
        "post-synth-top-count-cell": "nand2_1",
        "ys_cells": 296,
        "yosys_warnings": 7,
        "yosysTopAreaCellShare_pct": 21.7,
        "synthXorXnorAreaFrac_pct": 6.49,
        "synth_adder_area_share_pct": 6.44,
        "simple_gate_share_pct": 19.6,
        "synthTopCellsByArea": "dfxtp_1 (22%), dfrtp_1 (17%), ha_1 (5.6%)",
        "synthTopLogicFamily": "simple AND/OR/NAND/NOR gates",
        "syn_inst": 296,
        "mux_area_share_pct": 4.15,
        "ys_ff": 47,
        "yosys_area_mm2": 0.00268,
        "yosysUniqueCellTypes": 62,
        "edf_count": 0,
        "largest_area_cell": "dfxtp_1",
        "aoi_share_pct": 18.8,
        "synthArstFlopShare_pct": 38.3,
        "netlist_area_mm2": 0.00268,
        "avgSynthCellArea_um2": 9.05,
        "yosysSeqAreaShare_pct": 38.5,
        "top_cells_by_count": "nand2_1 (36), dfxtp_1 (29), nor2_1 (26), dfrtp_1 (18), inv_1 (15)",
        "synthFlopType": "dfxtp_1",
    },
    "global_routing": {
        "grt_usage_pct": 14.1,
        "grt_antenna_before_repair": 0,
        "grt_pass1_vias": 2304,
        "grt_max_degree": 19,
        "grt_overflow": 0,
        "grt_pass1_wl_um": 10000,
    },
    "placement": {
        "dp_slack_ns": 0.259,
        "dp_hpwl_um": 4180,
        "port_buffers": 38,
        "gp_congestion": 0.874,
    },
    "worst_setup_path": {
        "critPathCaptureType": "flop",
        "critPathMaxFanout": 6,
        "cp.required_ns": 4.06,
        "cp.arrival_ns": 3.72,
        "critPathLaunchType": "flop",
        "worstSetupPathType": "reg2reg",
    },
    "timing": {
        "fin_skew_ns": 0.00408,
        "timing.final.hold_violations": 0,
        "rsz0062_at_grt": "false",
        "setup_violations": 0,
        "tightest_slew_ns": 0.671,
        "worst_slack_ns": 0.337,
        "max_slew_margin_pct": 55.2,
        "setup_tns_ns": 0,
        "slew_viol_final": 0,
    },
    "drt": {
        "vias": 2370,
        "wl_met2_um": 2700,
        "wl_met1_um": 2790,
        "viasPerCell": 4.94,
        "wire_per_inst_um": 12.8,
        "drtIter0Drc": 57,
        "drc_errors": 0,
        "met3_length_um": 406,
        "top_layer": "met4",
        "drt-pass1-iter-count": 4,
        "drt_wl_total_um": 6150,
        "ant_nets": 0,
        "antenna_cells": 0,
    },
    "clock_network": {
        "tritoncts": "built",
        "cts.reportedPaths.clkPinSlew_ns": 0.09,
    },
    "die": {
        "die_height_um": 96.5,
        "rows": 34,
        "core_util_floorplan_pct": 30.9,
        "die-area_mm2": 0.00932,
        "die-width_um": 96.5,
        "core_area_mm2": 0.00868,
        "io_pins": 43,
    },
    "power_and_ir_drop": {
        "power.density_mw_per_mm2": 468,
        "leakage_nw": 1.49,
        "peakVddDrop_mv": 0.453,
    },
    "job": {
        "cap_violations": 0,
        "warnings": 37,
    },
    "cells_and_area": {
        "syn_to_final_growth_pct": 37.7,
        "seq_area_mm2": 0.00103,
        "n_fill_cell": 813,
        "comb_area_mm2": 0.00150,
        "drive_above_1_share_pct": 16.7,
    },
    "hold_path": {
        "hold_class": "reg2gate",
    },
}
==> worst max-delay path: stages (launching register included) <==
cell       delay (ns)
dfxtp_2          0.38
inv_1            0.08
ha_1             0.24
o21ai_1          0.18
xnor2_1          0.19
ha_2             0.28
nand2b_2         0.09
a32oi_4          0.26
mux2i_2          0.25
nor2_1           0.08
nor2_1           0.11
a31oi_1          0.07
ha_1             0.23
maj3_2           0.31
o2111ai_2        0.26
a221oi_2         0.06
a311o_1          0.29
==> cell usage in the layout (no fill, tap or decap), types with 2 or more instances in the layout <==
master	count
nand3_1	11
buf_4	10
clkdlybuf4s50_1	38
nor2b_1	11
nor2_1	26
conb_1	2
dlygate4sd3_1	18
nor3b_1	2
o22ai_1	11
mux2_2	6
dfrtp_1	18
nand2_1	36
ha_1	11
nand4_1	3
maj3_2	2
o21ai_0	9
a21o_1	4
o21ai_1	3
o31a_2	2
nor3_1	11
nor4_1	2
xor2_1	4
mux2_4	2
xnor2_2	2
a31oi_1	4
a21oi_1	9
inv_1	15
xnor2_1	9
o31ai_1	4
clkbuf_8	23
and2_1	2
dfxtp_1	28
==> per-stage QoR <==
| stage | instance area [µm²] | std cells | util (%) | hold WS (ns) | power [mW] |
|---|---|---|---|---|---|
| global route | 3690 | 480 | 42.5 | 0.453 | 1.84 |
| detailed placement | 3160 | 436 | 36.5 | -1.63 | 1.11 |
| global placement | 3160 | 436 | 36.5 | -1.63 | 1.11 |
| CTS | 3670 | 479 | 42.3 | 0.425 | 1.73 |
| floorplan | 2680 | 297 | - | -1.63 | 0.922 |
| finish | 3690 | 480 | 42.5 | 0.405 | 1.73 |
==> area by class of cell <==
| type | instances | share of cell area (%) |
|---|---|---|
| Timing Repair Buffer | 65 | 17.0 |
| Clock buffer | 25 | 8.95 |
| Clock inverter | 1 | 0.203 |
| Inverter | 15 | 1.53 |
| Multi-Input combinational cell | 219 | 40.7 |
| Sequential cell | 47 | 28.0 |
| Tap cell | 108 | 3.66 |
==> cells by family (layout without fill, tap and decap cells) <==
group | after synthesis | in the layout
AOI/OAI and AO/OA | 67 | 67
xor gates and xnor gates | 16 | 16
adders and majority gates | 14 | 14
buffers and inverters | 31 | 106
DFF | 47 | 47
muxes | 9 | 9
other | 1 | 2
and+or+nand+nor | 111 | 111
==> sequential cells by signal (all words and copies together) (netlist names) <==
register,cells
cout.adjust_delayer_min.adjust_delay1,1
dsp.number,6
cout.counter_sec.digits,6
dsp.select_dig,6
cout.adjust_delayer_hour.adjust_delay1,1
cout.counter_hour.digits,6
cout.adjust_delayer_min.adjust_delay3,1
cout.adjust_delayer_hour.adjust_delay2,1
cout.counter_min.digits,6
dsp.select_seg,8
cout.adjust_delayer_hour.adjust_delay3,1
cout.adjust_delayer_min.adjust_delay2,1
dsp.cnt,3
==> metal layers <==
layer  track usage (%)  up-vias
met5                 0        -
met4              6.62        0
met3              4.53       23
met2              21.2       87
met1              18.7     1068
li1                  -     1192
==> path summary, 6_finish.rpt <==
kind / start / slack, ns / endpoint / depth (start not counted)
max in group asynchronous: clear / 2.67 / cout.counter_min.digits[1]$_DFFE_PP0N_ / 2
max in group clk1: keep / 1.97 / cout.counter_hour.digits[3]$_DFFE_PP0N_ / 6
min in group asynchronous: clear / 0.67 / cout.counter_hour.digits[1]$_DFFE_PP0N_ / 2
max reg2reg: dsp.number[4]$_DFF_P_ / 0.34 / dsp.select_seg[6]$_DFF_P_ / 16
max in group gated: cout.counter_sec.digits[0]$_DFFE_PP0N_ / 0.59 / clock gate / 3
max: dsp.number[4]$_DFF_P_ / 0.34 / dsp.select_seg[6]$_DFF_P_ / 16
min reg2reg: cout.adjust_delayer_min.adjust_delay1$_SDFF_PP0_ / 0.47 / cout.adjust_delayer_min.adjust_delay2$_SDFF_PP0_ / 1
min in group clk0: dsp.cnt[1]$_SDFF_PN0_ / 0.49 / dsp.select_dig[2]$_SDFF_PN1_ / 1
min in group clk1: cout.adjust_delayer_min.adjust_delay1$_SDFF_PP0_ / 0.47 / cout.adjust_delayer_min.adjust_delay2$_SDFF_PP0_ / 1
min: cout.adjust_delayer_min.adjust_delay3$_SDFF_PP0_ / 0.40 / clock gate / 3
==> report_power, final <==
group / switching, mW / internal [mW]
clock network: 0.186 / 0.410
logic: 0.253 / 0.309
registers: 0.126 / 0.443
==> what timing repair did <==
action                     in CTS  in global routing
hold buffers                   18                  0
buffers inserted                0                  1
setup endpoints to repair       0                  1
hold endpoints to repair        6                  0
resized                         0                  3
Power figures rest on the tool's default switching activity, not on a simulated workload.
