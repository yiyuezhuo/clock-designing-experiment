==> flow/design.v <==
module adjust_delayer(
input clk,
input clear,
input adjust,
output adjust_delayed
);
reg adjust_delay1, adjust_delay2, adjust_delay3;
assign adjust_delayed = adjust_delay1 & adjust_delay2 & adjust_delay3;
always@(posedge clk) begin
	if(clear) begin
		adjust_delay1 <= 1'b0;
		adjust_delay2 <= 1'b0;
		adjust_delay3 <= 1'b0;
	end
	else begin
		adjust_delay1 <= adjust;
		adjust_delay2 <= adjust_delay1;
		adjust_delay3 <= adjust_delay2;
	end
end
endmodule
module bcd(number, hundreds, tens, ones);
   input  [7:0] number;
   output reg [3:0] hundreds;
   output reg [3:0] tens;
   output reg [3:0] ones;
   reg [19:0] shift;
   integer i;
   always @(number)
   begin
      shift[19:8] = 0;
      shift[7:0] = number;
      for (i=0; i<8; i=i+1) begin
         if (shift[11:8] >= 5)
            shift[11:8] = shift[11:8] + 3;
         if (shift[15:12] >= 5)
            shift[15:12] = shift[15:12] + 3;
         if (shift[19:16] >= 5)
            shift[19:16] = shift[19:16] + 3;
         shift = shift << 1;
      end
      hundreds = shift[19:16];
      tens     = shift[15:12];
      ones     = shift[11:8];
   end
endmodule
module clock_reduced(
	input clk_48mhz,  
	input adjust_sec,
	input adjust_min,
	input adjust_hour,
	input clear,
	input keep,
	output [7:0] select_dig,
	output [7:0] select_seg,
	output beep
);
wire [5:0] sec;
wire [5:0] min;
wire [5:0] hour;
wire clk_1000hz, clk_500hz, clk_sec;
wire clk_day;
divs_reduced ds(clk_48mhz, , clk_1000hz, clk_500hz, clk_sec);
counter cout(clk_sec, adjust_sec, adjust_min, adjust_hour, clear, keep, sec, min, hour, clk_day);
displayer dsp(clk_1000hz, sec, min, hour, select_dig, select_seg);
sounder sod(clk_1000hz, clk_500hz, sec, min, hour, beep);
endmodule
module counter(
	input clk,
	input adjust_sec,
	input adjust_min,
	input adjust_hour,
	input clear,
	input keep,
	output [5:0]sec,
	output [5:0]min,
	output [5:0]hour,
	output clk_day
);
wire clk_min, clk_hour;
wire adjust_sec_delayed, adjust_min_delayed, adjust_hour_delayed;
adjust_delayer adjust_delayer_sec(clk, clear, adjust_sec, adjust_sec_delayed);
adjust_delayer adjust_delayer_min(clk, clear, adjust_min, adjust_min_delayed);
adjust_delayer adjust_delayer_hour(clk, clear, adjust_hour, adjust_hour_delayed);
counter_var #(59) counter_sec(clk,			adjust_sec_delayed, clk, clear, keep, sec, clk_min);
counter_var #(59) counter_min(clk_min,		adjust_min_delayed, clk, clear, keep, min, clk_hour);
counter_var #(23) counter_hour(clk_hour,	adjust_hour_delayed, clk, clear, keep, hour,clk_day);
endmodule
module counter_var(
	input clk,
	input adjust,
	input clk_adjust,
	input clear,
	input keep,
	output reg [5:0] digits,
	output add
);
parameter cnt = 60;
wire clk_merged;
assign add = !digits[0] && !digits[1]  && !digits[2]  && !digits[3]  && !digits[4]  && !digits[5];
assign clk_merged = clk || (clk_adjust && adjust);
always @(posedge clk_merged or posedge clear)
begin
	if(clear)
	begin
		digits <= 6'b0; 
	end 
	else if (adjust) begin
		if(!keep) begin
			if(digits == cnt)
			begin
				digits <= 6'b0; 
			end
			else
			begin
				digits <=  digits + 1'b1; 
			end
		end
		else begin
			digits <= digits;
		end
	end
	else begin
		if(!keep) begin
			if(digits == cnt)
			begin
				digits <= 6'b0; 
			end
			else
			begin
				digits <=  digits + 1'b1; 
			end
		end
		else begin
			digits <= digits;
		end
	end
end
endmodule
module displayer(  
	input clk_1000hz,
	input [5:0] sec,
	input [5:0] min,
	input [5:0] hour,
	output reg [7:0] select_dig,
	output reg [7:0] select_seg
);
reg [5:0] number;
wire [7:0] low_digit;
wire [7:0] high_digit;
reg [2:0] cnt;  
full_number_to_digit fntd(number, low_digit, high_digit);
always @(posedge clk_1000hz) begin
	case(cnt)
		3'b0: begin  
			cnt <= 3'b1;
			number <= sec;
			select_dig <= 8'b11111110;  
			select_seg <= low_digit;
		end
		3'b1: begin  
			cnt <= 3'b10;
			number <= min;  
			select_dig <= 8'b11111101;
			select_seg <= high_digit;
		end
		3'b10: begin  
			cnt <= 3'b11;
			number <= min;
			select_dig <= 8'b11111011;
			select_seg <= low_digit;
		end
		3'b11: begin  
			cnt <= 3'b100;
			number <= hour;
			select_dig <= 8'b11110111;
			select_seg <= high_digit;
		end
		3'b100: begin  
			cnt <= 3'b101;
			number <= hour;
			select_dig <= 8'b11101111;
			select_seg <= low_digit;
		end
		default: begin  
			cnt <= 3'b0;
			number <= sec;
			select_dig <= 8'b11011111;
			select_seg <= high_digit;
		end
	endcase
end
endmodule
module div2(input clk, input rst_n, output reg clk_out);
reg cnt;
always @(posedge clk or negedge rst_n) 
begin
	if(!rst_n) 
	begin
		cnt <= 1'b0;
		clk_out <= 1'b0;
	end 
	else
	begin
		if(cnt == 0)
		begin
			cnt <= 1'b0;
			clk_out <= ~clk_out;
		end
		else 
		begin
			cnt <= cnt + 1'b1;
		end
	end
end
endmodule
module div5(input clk, input rst_n, output reg clk_out);
reg [2:0] cnt;
always @(posedge clk or negedge rst_n) 
begin
	if(!rst_n) 
	begin
		cnt <= 3'b0;
		clk_out <= 1'b0;
	end 
	else
	begin
		if(cnt == 4) 
		begin
			cnt <= 1'b0;
			clk_out <= ~clk_out;
		end
		else 
		begin
			cnt <= cnt + 1'b1;
		end
	end
end
endmodule
module divs_reduced(input clk, input rst_n, output clk_out_1000, output clk_out_500, output clk_out_1);
wire div2_5_o,div2_6_o,div5_4_o,div5_5_o;
assign clk_out_1000 =  clk;
div2 div2_4(clk, rst_n, clk_out_500);
div2 div2_5(clk_out_500, rst_n, div2_5_o);
div2 div2_6(div2_5_o, rst_n, div2_6_o);
div5 div5_4(div2_6_o, rst_n, div5_4_o);
div5 div5_5(div5_4_o, rst_n, div5_5_o);
div5 div5_6(div5_5_o, rst_n, clk_out_1);
endmodule
module full_number_to_digit(input [5:0]number, output [7:0] low_digit, output [7:0] high_digit);
wire [3:0] low_number;
wire [3:0] high_number;
wire [7:0] full_number;
assign full_number[7:6] = 0;
assign full_number[5:0] = number;
bcd bcd_decoder(full_number,, high_number, low_number);
one_number_to_digit low_decoder(low_number ,low_digit);
one_number_to_digit high_decoder(high_number, high_digit);
endmodule
module one_number_to_digit(input [3:0]number, output reg[7:0] digit);
always @ * begin 
	case(number)          
		4'b0000: digit = 8'b11000000;  
		4'b0001: digit = 8'b11111001;  
		4'b0010: digit = 8'b10100100;  
		4'b0011: digit = 8'b10110000;  
		4'b0100: digit = 8'b10011001;  
		4'b0101: digit = 8'b10010010;  
		4'b0110: digit = 8'b10000010;  
		4'b0111: digit = 8'b11111000;  
		4'b1000: digit = 8'b10000000;  
		4'b1001: digit = 8'b10010000;  
		default: digit = 8'b00000000;  
	endcase
end
endmodule
module sounder(
	input clk_1000hz,
	input clk_500hz,
	input [5:0] sec,
	input [5:0] min,
	input [5:0] hour,
	output reg beep
);
always @ * begin
	if(min == 59) begin
		case(sec)
			53: beep <= clk_500hz;
			55: beep <= clk_500hz;
			57: beep <= clk_500hz;
			59: beep <= clk_1000hz;
			default: beep <= 0;
		endcase
	end
	else begin
		beep <= 0;
	end
end
endmodule
==> flow/run.sh <==
#!/bin/bash
# OpenROAD 26Q1-2900-gdf79404cd8, Yosys 0.63+post, stock flow scripts
make -C /OpenROAD-flow-scripts/flow DESIGN_CONFIG=/design/flow/config.mk WORK_HOME=/design/flow/orfs finish
==> flow/config.mk <==
export PLATFORM = sky130hd
export DESIGN_NAME = clock_reduced
export DESIGN_NICKNAME = clock_reduced
export VERILOG_FILES = /design/flow/design.v
export SDC_FILE = /design/flow/constraint.sdc
export NUM_CORES = 4
export LEC_CHECK = 1
export CORE_AREA = 10 10 70 70
export DIE_AREA = 0 0 80 80
==> flow/constraint.sdc <==
current_design clock_reduced

set clk_period 1.1
set clk_io_pct 0.2

create_clock -name clk0 -period $clk_period [get_ports {clk_48mhz}]

set non_clock_inputs [all_inputs -no_clocks]
set_input_delay [expr $clk_period * $clk_io_pct] -clock clk0 $non_clock_inputs
set_output_delay [expr $clk_period * $clk_io_pct] -clock clk0 [all_outputs]
==> Slide: Implementation Results <==
Physical Implementation Snapshot

Outcome
  – Status: completed

Detailed routing
  – DR pass1 iterations: 2
  – Via Count: 195
  – Post-Route WL: roughly 510 µm
  – Diode count: 0
  – DRT antenna net count: 0
  – Routed len/inst: between 5 and 6 µm
  – Initial DRC Count: 15
  – Vias per cell: between 2 and 2.5
  – DRC errors left: 0

Synthesis
  – Number of enable flip-flop cells: 0
  – Post-synthesis async set-or-reset flop share: 0%
  – Yosys cell count: 32
  – Unique masters post-synth: 12
  – Cell taking the most area after synthesis: dfxtp_1
  – Most common cell in the netlist: buf_4
  – Cells after synthesis: 32
  – Post-synthesis sequential area ratio: a little over half
  – YS chip area: roughly 340 µm²
  – Mapped Area: 343 µm²
  – Top cells by count: buf_4 (11), dfxtp_1 (9), conb_1 (2), or3b_1 (2)
  – Top-area cell share: a little over half
  – Post-synth regs: 9
  – Dominant Register Cell: dfxtp_1
  – Ys Warns: 10
  – Top cells by area: dfxtp_1 (53%), buf_4 (24%), or3b_1 (5.1%)
  – Mean Syn Cell Area: 10.7 µm²

Global routing
  – GRT overflow: 0
  – First-pass GRT wire length: 731 µm
  – Tot GR Track Use: about 1.3%
  – Largest net degree at the start of global routing: 9
  – Vias in the first global route: about 200
  – Number of antenna violations at the first check in global routing: 0

STA
  – Clock skew: about 0.0022 ns
  – Total Neg Setup Slack: 0 ns
  – Setup Viol. Count Final: 0
  – Worst setup margin: about 0.10 ns
  – Period minus WS final: ~1.0 ns
  – Slew Viols, Final: 0
  – RSZ-0062 raised after global routing: false
  – Final period util: approximately nine tenths
  – Hold slack: 0.474 ns
  – Max Clock Freq: ~1000 MHz
  – Final Hold Vio Count: 0

Clocking
  – Max Root-Sink Buffers: 2
  – Total CTS buffers: 3
  – Clock root cell: clkbuf_4
  – CTS HTree Levels: 1
  – Post-CTS Hold Buffers: 0
  – Late-Pin Clk Latency: 0.25 ns
  – Postcts setup bufs: 0
  – CTS tree: yes
  – Num Clock Sinks: 9
  – Clock transition at the registers of the reported paths: approximately 0.060 ns

Critical path
  – CP Class: reg -> out
  – Crit. path cell count: 1
  – Crit-path cells: dlygate4sd2_1
  – Crit end category: primary output
  – CP Buf/Inv Count: 1
  – Crit start category: flop
  – End of the critical path: select_dig[4]
  – CP peak stage delay: approximately 0.29 ns
  – R2r endpoint: dsp.select_dig[4]$_DFF_P_
  – CP required: ~0.9 ns
  – Slowest CP cell: dfxtp_1
  – Critical path launch point: dsp.select_dig[4]$_DFF_P_
  – RR Startpoint: dsp.cnt[2]$_DFF_P_
  – Data arrival time of the critical path: between 0.7 and 0.8 ns
  – Reg2Reg Depth: 1
  – Worst-path maximum fanout: 1
  – Reg-to-reg slack, setup: ~0.15 ns
  – Top cell family by delay on the critical path: flip-flops

Power
  – Switching Share: a little under a fifth
  – Maximum VDD drop: about 180 µV
  – Sequential power share: 57.3%
  – Sw power: roughly 0.00010 W
  – Lkg Pwr: 0.189 nW
  – Logic pwr share: 0.4%
  – Power Internal: between 0.0004 and 0.0005 W
  – Clk pwr share: between 40% and 50%
  – PwrDens: around 1300 nW/µm²

Floorplan
  – Die area: roughly 6400 µm²
  – Init Core Util: about a tenth
  – Core footprint: around 3400 µm²
  – FP Rows: 21
  – Top Ports: 23
  – Die extent in y: approximately 80 µm
  – Die Wd: approximately 80 µm

Placement
  – DP Worst Slack: between 0.1 and 0.15 ns
  – Post-DP Area: between 400 and 500 µm²
  – PortBufs: 6
  – Post-DP HPWL: between 400 and 500 µm
  – GPL Wtd Cong: approximately 0.7

Cells and area
  – Area Growth Syn to Fin: 25.5%
  – Final Cell Area: between 400 and 500 µm²
  – Layout cell share with drive strength beyond 1: around 15%

Hold path
  – Hold Crit Class: reg -> reg

Flow run
  – Max cap viols: 0
  – Tool warnings: 30
## per-layer routing
layer	track usage, %	vias to the layer above	share of wire, %
li1	-	95	-
met1	1.47	85	43
met2	1.77	15	44
met3	0.795	0	14
met4	0.880	0	0
met5	0	-	0
## worst min-delay path by stage
| stage | end | cells after the start | slack (ns) | start |
|---|---|---|---|---|
| CTS | dsp.select_dig[5]$_DFF_P_ | 1 | 0.48 | dsp.cnt[2]$_DFF_P_ |
| finish | dsp.select_dig[5]$_DFF_P_ | 1 | 0.47 | dsp.cnt[2]$_DFF_P_ |
| global route | dsp.select_dig[5]$_DFF_P_ | 1 | 0.51 | dsp.cnt[2]$_DFF_P_ |
## kinds of logic after synthesis
| family | synth area share, % |
|---|---|
| simple gates | 15.7 |
| compound gates | 2.92 |
| xor+xnor | 2.56 |
| flops | 52.6 |
| buf+inv | 24.1 |
| other cells | 2.19 |
## cells in the final DEF, fill, tap and decap left out
cell type / netlist / final
o21ai_0: 1 / 1
nor2_1: 1 / 1
conb_1: 2 / 11
or3b_4: 1 / 1
or3_2: 1 / 1
dlygate4sd2_1: 0 / 6
clkbuf_1: 0 / 1
clkbuf_4: 0 / 3
xnor2_1: 1 / 1
nand2_2: 1 / 1
a21oi_1: 1 / 1
dfxtp_1: 9 / 9
or3b_1: 2 / 2
nand3b_1: 1 / 1
## what timing repair did
item,in CTS,in global routing
endpoints found under the setup margin,6,0
endpoints found under the hold margin,0,0
gates resized,6,0
## power by group through the flow
stage	clock [W]	combinational, W	sequential, W
6_report	0.000241	0.00000219	0.000326
5_1_grt	0.000277	0.00000394	0.000326
4_1_cts	0.000257	0.00000334	0.000326
## flip-flops by register name (all words and copies together) (netlist names)
name / flops
dsp.cnt: 3
dsp.select_dig: 6
## through the flow
stage | util [%] | total power [W] | instances
final | 12.6 | 0.000569 | 86
after global routing | 12.6 | 0.000607 | 86
after CTS | 12.6 | 0.000586 | 86
after detailed placement | 12.1 | 0.000336 | 82
after global placement | 12.1 | 0.000337 | 82
after floorplan | - | 0.000361 | 41
## area by class of cell
| type | instances | area (µm²) |
|---|---|---|
| tap | 46 | 57.6 |
| multi-input combinational | 21 | 114 |
| timing repair buffer | 6 | 52.6 |
| sequential | 9 | 180 |
| fill | 391 | 2990 |
| clock buffer | 4 | 26.3 |
Power is estimated from default activity; no workload was simulated.
